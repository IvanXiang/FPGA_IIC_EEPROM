==> ./design.v <==
module uart_tx (
    input               clk         ,
    input               rst_n       ,
    input       [1:0]   baud_sel    , 
    input               tx_byte_vld , 
    input       [7:0]   tx_byte     ,
    output              busy        , 
    output              tx_dout     
);
    reg     [12:0]          cnt_baud    ; 
    wire                    add_cnt_baud;
    wire                    end_cnt_baud;
    reg                     flag        ;
    reg     [3:0]           cnt_bit     ; 
    wire                    add_cnt_bit ;
    wire                    end_cnt_bit ;
    reg     [12:0]          baud        ;
    reg     [9:0]           tx_data     ; 
    always @(posedge clk or negedge rst_n)begin 
        if(!rst_n)begin
            cnt_baud <= 0;
        end 
        else if(add_cnt_baud)begin 
            if(end_cnt_baud)begin 
                cnt_baud <= 0;
            end
            else begin 
                cnt_baud <= cnt_baud + 1;
            end 
        end
    end 
    assign add_cnt_baud = flag;
    assign end_cnt_baud = add_cnt_baud && cnt_baud == baud-1;
    always @(posedge clk or negedge rst_n)begin 
        if(!rst_n)begin
            cnt_bit <= 0;
        end 
        else if(add_cnt_bit)begin 
            if(end_cnt_bit)begin 
                cnt_bit <= 0;
            end
            else begin 
                cnt_bit <= cnt_bit + 1;
            end 
        end
    end 
    assign add_cnt_bit = end_cnt_baud;
    assign end_cnt_bit = add_cnt_bit && (cnt_bit == 10-1); 
    always @(posedge clk or negedge rst_n)begin 
        if(!rst_n)begin
            flag <= 0;
        end 
        else if(tx_byte_vld)begin 
            flag <= 1'b1;
        end 
        else if(end_cnt_bit)begin 
            flag <= 1'b0;
        end 
    end
    always @(*)begin 
        case (baud_sel)
            0:baud = 5208  ;
            1:baud = 2604 ;
            2:baud = 1302 ;
            3:baud = 434; 
            default:baud = 5208  ;
        endcase
    end
    always @(posedge clk or negedge rst_n)begin 
        if(!rst_n)begin
            tx_data <= 0;
        end 
        else if(tx_byte_vld)begin  
            tx_data <= {1'b1,tx_byte,1'b0};
        end 
    end
    assign tx_dout = add_cnt_baud?tx_data[cnt_bit]:1'b1;
    assign busy = tx_byte_vld | add_cnt_baud;
endmodule   
==> ./run.sh <==
#!/bin/bash
# OpenROAD 26Q1-2900-gdf79404cd8, Yosys 0.63+post, stock flow scripts
make -C /OpenROAD-flow-scripts/flow DESIGN_CONFIG=/design/flow/config.mk WORK_HOME=/design/flow/orfs finish
==> ./config.mk <==
export PLATFORM = sky130hd
export DESIGN_NAME = uart_tx
export DESIGN_NICKNAME = uart_tx
export VERILOG_FILES = /design/flow/design.v
export SDC_FILE = /design/flow/constraint.sdc
export NUM_CORES = 4
export LEC_CHECK = 1
export CORE_AREA = 10 10 112 112
export DIE_AREA = 0 0 122 122
==> ./constraint.sdc <==
current_design uart_tx

set clk_period 5.7
set clk_io_pct 0.2

create_clock -name clk0 -period $clk_period [get_ports {clk}]

set non_clock_inputs [all_inputs -no_clocks]
set_input_delay [expr $clk_period * $clk_io_pct] -clock clk0 $non_clock_inputs
set_output_delay [expr $clk_period * $clk_io_pct] -clock clk0 [all_outputs]
==> Changelog: implementation <==
### Implementation results

* Outcome: finished clean
* Hold buffer count at cts at 0
* FP Core Util at 15.6%
* Max Clk Rate at 266 MHz
* Post-layout minimum cycle time at 3.77 ns
* Worst-Margin Slew at 0.556 ns
* Root Buffer: clkbuf_8
* Peak VDD IR at 0.0982 mV
* Mean Syn Cell Area at 10.6 sq um
* Final GP Congestion at 0.838
* Final Hold Fails at 0
* Tool warnings at 31
* Clock power share at 18.1%
* Cts repair resizes at 0
* Clk_skew at 0.00646 ns
* Clock slew at reported path FFs at 0.08 ns
* R2R Path Start: cnt_baud[4]
* First-pass GRT wire length at 5490 um
* Fill cells at 1113
* Die outline width at 122 um
* Clock Latency Late Sink at 0.27 ns
* Combinational share of power at 29.2%
* Leakage at 0.742 nW
* Row count at 37
* IO Count at 15
* Fin crit share at 66.1%
* Overall power at 0.590 mW
* Vias in the first global route at 1072
* TritonCTS Buffers at 3
* Commonest flop: dfrtp_1
* Vias at 1094
* # port buffers at 14
* Worst-case reg-to-reg path depth at 5
* Hold EP: tx_data[9]
* WL final at 3110 um
* Register area at 676 sq um
* Syn Inst Count at 150
* Critical Path AT at 2.63 ns
* Final setup TNS at 0 ns
* Largest net degree at the start of global routing at 28
* Max-cap violation count at 0
* Async SR Flop Fraction at 100%
* DR vias/cell at 3.66
* Setup Viol. Count Final at 0
* Sequential share of power at 52.7%
* Yosys chip area at 1590 sq um
* Cells in synth_stat.txt at 150
* Gr ovfl total at 0
* Synth warn at 1
* RSZ-0062 raised after global routing: false
* FF-to-FF End: cnt_bit[0]
* Post-synth EDFFs at 0
* Count of cell types in the netlist at 38
* Yosys reg bits at 27
* Drt drc at 0
* P_int at 0.381 mW
* Num Clock Sinks at 27
* Hold Path Depth at 1
* Slew headroom at 63.0%
* Type of the most critical hold path: register to register
* ANT cells at 0
* Worst EP required at 4.56 ns
* NetSw at 0.209 mW
* Logic area at 842 sq um
* Core box area at 10200 sq um
* Area growth syn-to-layout at 19.3%
* Number of H-tree levels at 1
* Crit Path Class: input pin to output port
* Max Buffers Root-to-Sink at 2
* Drt initial violations at 100
* Detailed placement HPWL at 2310 um
* Pre-CTS setup slack at 1.91 ns
* Final Max Slew Viols at 0
* Switching share of power at 35.4%
* Die footprint at 14900 sq um
* Post-synth seq share at 42.5%
* Mapped Area at 1590 sq um
* Hold path startpoint: tx_data[9]
* WL/cell at 10.4 um
* CTS tree: yes
* Postcts setup bufs at 0
* Crit end category: output port
* Critical path origin: tx_byte_vld
* Layout cells sized above 1 at 13.5%
* Final setup margin at 1.93 ns
* Initial antenna violation count at 0
* R2R setup slack at 3.53 ns
* Pwr Density at 310 nW/um^2
* Hold Slack at 0.478 ns
* First-pass DRT Iterations at 4
* Overall routing resource usage at 4.31%
* Die height at 122 um
* Post-route ant nets at 0
* Crit path launch type: input pin
* Critical path peak fanout at 11
[critical path: stages]
cell,delay (ns)
clkdlybuf4s50_1,0.66
or2_2,0.41
clkdlybuf4s50_1,0.41
[cell families after synthesis]
logic type,after synthesis,synth area share (%)
AOI/OAI and AO/OA,14,5.97
xor gates and xnor gates,17,9.36
adders and majority gates,9,7.08
buffers and inverters,11,4.64
DFF,27,42.5
muxes,13,9.98
and+or+nand+nor,59,20.5
[layout by cell type, fill, tap and decap left out, types with 2 or more instances in the layout]
cell type | Yosys | layout
dfrtp_1 | 27 | 27
nor2_1 | 19 | 19
clkdlybuf4s50_1 | 0 | 14
xor2_1 | 10 | 10
mux2_2 | 9 | 9
ha_1 | 9 | 9
nand2_1 | 8 | 8
xnor2_1 | 7 | 7
nor3_1 | 6 | 6
inv_1 | 5 | 5
nand3_1 | 5 | 5
nand4_1 | 4 | 4
a21oi_1 | 3 | 3
and3_1 | 3 | 3
o22ai_1 | 3 | 3
clkbuf_8 | 1 | 3
or2_2 | 2 | 2
mux2i_1 | 2 | 2
a211oi_1 | 2 | 2
and3_2 | 2 | 2
nor3b_1 | 2 | 2
[metal layers]
layer  routed length [um]  up-vias  global-route usage, %
met2                 1440        6                   6.46
met4                   62        0                  0.969
met3                   53        2                  0.376
li1                     -      555                      -
met5                    0        -                      0
met1                 1560      531                   6.57
[Yosys cell counts (2+ instances only)]
| library cell | instances | area (sq um) |
|---|---|---|
| nand4_1 | 4 | 25.0 |
| ha_1 | 9 | 113 |
| nand2_1 | 8 | 30.0 |
| clkbuf_1 | 2 | 7.51 |
| mux2i_1 | 2 | 20.0 |
| nand3_1 | 5 | 25.0 |
| a21oi_1 | 3 | 15.0 |
| o22ai_1 | 3 | 18.8 |
| a211oi_1 | 2 | 15.0 |
| mux2_2 | 9 | 101 |
| xnor2_1 | 7 | 61.3 |
| buf_6 | 3 | 33.8 |
| or2_2 | 2 | 12.5 |
| and3_2 | 2 | 15.0 |
| and3_1 | 3 | 18.8 |
| xor2_1 | 10 | 87.6 |
| dfrtp_1 | 27 | 676 |
| nor3_1 | 6 | 30.0 |
| nor2_1 | 19 | 71.3 |
| nor3b_1 | 2 | 15.0 |
| inv_1 | 5 | 18.8 |
[worst max-delay path by stage]
stage | endpoint
finish | busy
global route | busy
CTS | busy
[registers in the layout (all words and copies together), names as in the netlist]
signal / cells
cnt_baud: 13
cnt_bit: 4
flag: 1
tx_data: 9
[final cells by class]
cell class	instances	area share, %
timing repair buffer	15	7.77
inverter	5	0.988
tap	136	8.96
clock buffer	4	2.37
multi-input combinational	112	44.3
sequential	27	35.6
[power groups by stage]
stage	sequential [mW]	combinational, mW	clock (mW)
after CTS	0.310	0.174	0.112
after global routing	0.324	0.201	0.119
final	0.311	0.172	0.107
[per-stage QoR]
stage / area (sq um) / instances / util [%]
6_report: 1900 / 299 / 18.6
5_1_grt: 1900 / 299 / 18.6
4_1_cts: 1900 / 299 / 18.6
3_5_place_dp: 1850 / 295 / 18.1
3_3_place_gp: 1850 / 295 / 18.1
2_1_floorplan: 1590 / 150 / -
Power is estimated from default activity; no workload was simulated.
